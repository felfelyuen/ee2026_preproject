`/design/flow/run.sh`:
```
#!/bin/bash
# OpenROAD 26Q1-2900-gdf79404cd8, Yosys 0.63+post, stock flow scripts
make -C /OpenROAD-flow-scripts/flow DESIGN_CONFIG=/design/flow/config.mk WORK_HOME=/design/flow/orfs finish
```
`/design/flow/config.mk`:
```
export PLATFORM = sky130hd
export DESIGN_NAME = four_e3
export DESIGN_NICKNAME = four_e3
export VERILOG_FILES = /design/flow/design.v
export SDC_FILE = /design/flow/constraint.sdc
export NUM_CORES = 4
export LEC_CHECK = 1
export CORE_AREA = 10 10 98 98
export DIE_AREA = 0 0 108 108
```
`/design/flow/constraint.sdc`:
```
current_design four_e3

set clk_period 2.4
set clk_io_pct 0.2

create_clock -name clk0 -period $clk_period [get_ports {CLK}]

set non_clock_inputs [all_inputs -no_clocks]
set_input_delay [expr $clk_period * $clk_io_pct] -clock clk0 $non_clock_inputs
set_output_delay [expr $clk_period * $clk_io_pct] -clock clk0 [all_outputs]
```
`/design/flow/design.v`:
```
`timescale 1ns / 1ps
module slowCLOCK (
    input CLK,
    output reg SLOWCLK
    );
    reg [16:0] count = 17'h0000;
    initial begin
        SLOWCLK <= 0;
    end
    always @ (posedge CLK) begin
    count <= (count == 17'h1869F) ? 17'h00000 : count + 1;
    SLOWCLK <= (count == 17'h00000) ? ~SLOWCLK : SLOWCLK; 
    end
endmodule
module four_e3(
    input CLK,
    output reg [7:0] seg,
    output reg [3:0] an
);
    reg [2:0] count; 
    initial begin
    count = 3'b000;
    end
    wire SLOWCLK;
    slowCLOCK clovk (CLK, SLOWCLK);
    always @ (posedge SLOWCLK) begin
        count = (count == 4) ? 0 : count + 1;
        if (count == 0) begin
            seg = 8'b1001_0010;
            an = 4'b0111;
        end
        else if (count == 1) begin
            seg = 8'b0011_0000;
            an = 4'b1011;
        end
        else if (count == 2) begin
            seg = 8'b1100_0000;
            an = 4'b1101;
        end
        else if (count == 3) begin
            seg = 8'b1111_1000;
            an = 4'b1110;
        end
    end
endmodule
```
==> impl_metrics.xml <==
<?xml version="1.0" encoding="UTF-8"?>
<metrics>
  <group name="setup_path">
    <metric name="crit_chain" unit="">nand4_2 -&gt; or4_1 -&gt; or3_1 -&gt; a21oi_1</metric>
    <metric name="crit_fanout" unit="">7</metric>
    <metric name="crit_type" unit="">reg -&gt; reg</metric>
    <metric name="crit_path_start_kind" unit="">flip-flop</metric>
    <metric name="critical_path.n_buffers_inverters" unit="">0</metric>
    <metric name="crit_required" unit="ps">2580</metric>
    <metric name="cp_slowest_stage_delay" unit="ps">520</metric>
    <metric name="worst_ep_arrival" unit="ps">1880</metric>
    <metric name="worstSetupEndpointType" unit="">flip-flop</metric>
    <metric name="cp_slowest_cell" unit="">or4_1</metric>
    <metric name="critical-path-top-delay-family" unit="">simple AND/OR/NAND/NOR gates</metric>
  </group>
  <group name="power_and_ir_drop">
    <metric name="p_leak" unit="uW">0.000587</metric>
    <metric name="cellInternalPower" unit="uW">446</metric>
    <metric name="total_power_density_per_cell_area" unit="nW/um2">359</metric>
    <metric name="power_frac_seq" unit="%">55.8</metric>
    <metric name="p_sw" unit="uW">93.2</metric>
    <metric name="peakVddDrop" unit="V">0.000407</metric>
    <metric name="power.share.clock" unit="%">44.2</metric>
    <metric name="power.share.switching" unit="%">17.3</metric>
    <metric name="share_comb_of_total_power" unit="%">0</metric>
  </group>
  <group name="place">
    <metric name="port_buffers" unit="">10</metric>
    <metric name="detailed_place.area" unit="um2">1450</metric>
    <metric name="post-dp-hpwl" unit="um">1580</metric>
    <metric name="routabilityCongestion" unit="">0.863</metric>
    <metric name="place_ws" unit="ps">723</metric>
    <metric name="placed_cells_incl_taps" unit="">238</metric>
  </group>
  <group name="global_route">
    <metric name="grt.overflow.total" unit="">0</metric>
    <metric name="via_count_of_the_first_global_routing_pass" unit="">823</metric>
    <metric name="pin_count_of_the_biggest_net_entering_global_routing" unit="">14</metric>
    <metric name="grt_pass1_wl" unit="um">3530</metric>
    <metric name="grt_antenna_before_repair" unit="">0</metric>
    <metric name="all_layer_global_routing_usage" unit="%">3.45</metric>
  </group>
  <group name="sta">
    <metric name="final-hold-violation-count" unit="">0</metric>
    <metric name="clock_skew" unit="ps">0.634</metric>
    <metric name="post-route-worst-setup-slack" unit="ps">702</metric>
    <metric name="fin_tns_setup" unit="ps">0</metric>
    <metric name="number_of_register_pins_that_no_clock_reaches" unit="">11</metric>
    <metric name="final_min_period_over_clock_period" unit="%">70.8</metric>
    <metric name="rsz0062_at_grt" unit="">no</metric>
    <metric name="clock.fmax" unit="MHz">589</metric>
    <metric name="untimed_endpoints" unit="">21</metric>
    <metric name="timing.final.crit_period" unit="ps">1700</metric>
    <metric name="final-max-slew-violation-count" unit="">0</metric>
    <metric name="worst_slew_margin_rel" unit="%">64.6</metric>
    <metric name="worst_pin_slew" unit="ps">528</metric>
    <metric name="timing.final.setup_violations" unit="">0</metric>
  </group>
  <group name="floorplanning">
    <metric name="boundaryPins" unit="">13</metric>
    <metric name="die_width" unit="um">108</metric>
    <metric name="die_h" unit="um">108</metric>
    <metric name="fp_util" unit="%">16.4</metric>
    <metric name="floorplan.core_area" unit="um2">7650</metric>
    <metric name="std_cell_rows" unit="">32</metric>
    <metric name="floorplan.die_area" unit="um2">11700</metric>
  </group>
  <group name="layout">
    <metric name="layout.core_utilization" unit="%">19.7</metric>
    <metric name="syn_to_final_growth" unit="%">19.8</metric>
    <metric name="finish.cell_count_without_fillers" unit="">242</metric>
    <metric name="final_layout_size_suffix_gt1_share" unit="%">6.43</metric>
    <metric name="fin_area" unit="um2">1510</metric>
  </group>
  <group name="routing">
    <metric name="drt.antenna.violating_nets" unit="">0</metric>
    <metric name="detail_route.drc_violations" unit="">0</metric>
    <metric name="postRouteWirelength" unit="um">2070</metric>
    <metric name="routedWlPerCell" unit="um">8.54</metric>
    <metric name="firstDrtPassIters" unit="">6</metric>
    <metric name="n_antenna_cell" unit="">0</metric>
    <metric name="drt_iter0_drc" unit="">14</metric>
    <metric name="vias" unit="">888</metric>
    <metric name="avgViaCountPerCell" unit="">3.67</metric>
  </group>
  <group name="logic_synthesis">
    <metric name="synthDistinctLibCells" unit="">35</metric>
    <metric name="post_synthesis_chip_area_from_yosys" unit="um2">1260</metric>
    <metric name="synth-seq-cells" unit="">29</metric>
    <metric name="synthTopCellsByArea" unit="">dfxtp_1 45%, ha_1 6.0%, xor2_1 4.9%</metric>
    <metric name="asyncSetResetFlopFracSynth" unit="%">0</metric>
    <metric name="post_syn_instances" unit="">130</metric>
    <metric name="synthDominantCellAreaShare" unit="%">44.6</metric>
    <metric name="synth_seq_share" unit="%">47.0</metric>
    <metric name="ys_warn_count" unit="">2</metric>
    <metric name="yosysCellCount" unit="">130</metric>
    <metric name="synthFlopType" unit="">dfxtp_1</metric>
    <metric name="synth.cell_area" unit="um2">1260</metric>
    <metric name="enable_flop_cells" unit="">1</metric>
    <metric name="synthesis.area_per_instance" unit="um2">9.66</metric>
    <metric name="post-synth-top-area-cell" unit="">dfxtp_1</metric>
  </group>
  <group name="cts">
    <metric name="ctsLongestPathBuffers" unit="">2</metric>
    <metric name="post_cts_buffers" unit="">0</metric>
    <metric name="clock-root-buffer" unit="">clkbuf_8</metric>
    <metric name="worstSkewPairLatency" unit="ps">250</metric>
    <metric name="cts-hold-fix-buffers" unit="">0</metric>
    <metric name="cts_tree" unit="">yes</metric>
    <metric name="tritoncts.num_buffers" unit="">3</metric>
    <metric name="post_cts_resized" unit="">0</metric>
    <metric name="htree_levels" unit="">1</metric>
    <metric name="clock_slew_seen_by_the_registers_of_the_worst_setup_and_hold_paths" unit="ps">60</metric>
  </group>
  <group name="min_path">
    <metric name="class_of_the_tightest_hold_or_removal_check" unit="">reg -&gt; reg</metric>
  </group>
  <group name="run">
    <metric name="stage_log_warnings" unit="">29</metric>
    <metric name="maxCapViolations" unit="">0</metric>
  </group>
  <group name="run_status">
    <metric name="outcome" unit="">finished, final reports clean</metric>
  </group>
</metrics>
[cell type report]
cell class | instances | area (um2)
clock buffer | 4 | 55.1
multi-input combinational | 89 | 598
fill | 827 | 6140
sequential | 29 | 591
tap | 102 | 128
timing repair buffer | 11 | 108
inverter | 7 | 26.3
[per-layer routing]
| metal | up-vias | track usage (%) | wire length, um |
|---|---|---|---|
| met4 | 0 | 0.0954 | 0 |
| met1 | 407 | 4.86 | 1020 |
| li1 | 465 | - | - |
| met2 | 16 | 5.39 | 881 |
| met3 | 0 | 1.08 | 164 |
| met5 | - | 0 | 0 |
[per-stage QoR]
stage                     total power (uW)  hold WS [ps]
after floorplan                        310           440
after global placement                 308           456
after detailed placement               308           463
after CTS                              548           478
after global routing                   569           525
final                                  540           473
[flip-flops by register name, indices dropped and copies added (netlist names)]
| signal | cells |
|---|---|
| clovk.count | 17 |
| clovk.SLOWCLK | 1 |
| an | 3 |
| seg | 5 |
| count | 3 |
[power by group through the flow]
stage	clock, uW	combinational [uW]	sequential (uW)
6_report	239	0.166	301
5_1_grt	268	0.311	301
4_1_cts	247	0.290	301
[logic make-up after synthesis]
kind of cell             after synthesis  synth area share (%)
other                                  1                 0.299
adder cells (fa/ha/maj)                6                  5.98
AND-OR/OR-AND                         15                  8.47
flip-flops                            29                  47.0
AND/OR/NAND/NOR                       51                  21.9
XOR/XNOR                              13                  9.06
multiplexers                           2                  1.59
buffers and inverters                 13                  5.68
[path summary, 6_finish.rpt]
check	from	end	slack (ps)	cells past startpoint
setup / recovery	clovk.count[7]	clovk.count[15]	700	4
hold / removal	clovk.count[0]	clovk.count[0]	470	1
setup reg to reg	clovk.count[7]	clovk.count[15]	700	4
hold reg to reg	clovk.count[0]	clovk.count[0]	470	1
[synthesized netlist by cell type, types with 2 or more instances]
library cell	n
a21oi_1	4
buf_4	4
dfxtp_1	28
ha_1	6
inv_1	7
mux2i_1	2
nand2_1	8
nand3_1	4
nand4_1	4
nor2_1	13
nor2b_1	3
nor3_1	5
nor4_1	4
o21ai_0	3
o22a_1	3
o32a_1	2
xnor2_1	6
xor2_1	7
[layout by cell type, fill, tap and decap left out, types with 2 or more instances in the layout]
cell,netlist,final
clkdlybuf4s50_1,0,10
nor2_1,13,13
nor2b_1,3,3
dfxtp_1,28,28
xor2_1,7,7
conb_1,1,2
o22a_1,3,3
o21ai_0,3,3
nor3_1,5,5
mux2i_1,2,2
nand2_1,8,8
clkbuf_8,0,4
nand3_1,4,4
o32a_1,2,2
a21oi_1,4,4
ha_1,6,6
nand4_1,4,4
xnor2_1,6,6
nor4_1,4,4
inv_1,7,7
Power and IR drop assume default switching activity.
